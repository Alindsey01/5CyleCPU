==> ./design.v <==
`timescale 1ns / 1ps
module DECODER(wb_FETCH,clk,instruct, id_ex);
	  input clk;
	  input [37:0] wb_FETCH;  
initial
   begin
	data_rf[0] = 32'h00000000;
	data_rf[1] = 32'h00000002;
	data_rf[2] = 32'h00000001;
	data_rf[3] = 32'h00000005;
	data_rf[4] = 32'h00001111;
	data_rf[5] = 32'h00000011;
	data_rf[6] = 32'h22222222;
	data_rf[7] = 32'h33333333;
	data_rf[8] = 32'h44444444;	
   end
	  input[32:0] instruct;
	  output reg [121:0] id_ex;
     wire [5:0] opcd    = instruct[31:26];      
	  wire [4:0] rs      = instruct[25:21];      
	  wire [4:0] rt      = instruct[20:16];      
	  wire [15:0] imm    = instruct[15:0];       
	  wire [4:0] imm2    = instruct[15:11];      
	 reg [31:0] data_rf [0:31];
	 always @(posedge clk) begin
		 id_ex[51:20] = (rs == 0)? 0 : data_rf[rs];    
		 id_ex[83:52] = (rt == 0)? 0 : data_rf[rt];
	     case(instruct[31:26])
	         6'b000000: begin
							  id_ex[19:0] <= 16'h0001;   
							  id_ex[120:116] <= imm2;    
							  end
				6'b000001: begin
				           id_ex[19:0] <= 16'h0002;   
						     id_ex[120:116] <= imm2;    
							  end
				6'b000101: begin
				           id_ex[19:0] <= 16'h0004;   
				           id_ex[120:116] <= imm2;    
							  end
				6'b000110: begin
				           id_ex[19:0] <= 16'h0008;   
				           id_ex[120:116] <= imm2;    
							  end
				6'b000111: begin
				           id_ex[19:0] <= 16'h0010;   
				           id_ex[120:116] <= imm2;    
							  end
			   6'b000011: begin
				           id_ex[19:0] <= 16'h0020;   
				           id_ex[120:116] <= imm2;    
							  end
			   6'b000100: begin
				           id_ex[19:0] <= 16'h0040;   
				           id_ex[120:116] <= imm2;    
							  end
			   6'b001011: begin
				           id_ex[19:0] <= 16'h0080;   
				           id_ex[120:116] <= rt;      
							  end
				6'b000010: begin
				           id_ex[19:0] <= 16'h0100;   
				           id_ex[120:116] <= rt;	 
                       end							      
				6'b100011: begin
				           id_ex[19:0] <= 16'h0200;   
				           id_ex[120:116] <= rt;	     
							  end
				6'b101011: begin
				           id_ex[19:0] <= 16'h0400;   
				           id_ex[120:116] <= 0;       
							  end
			endcase
		 if(wb_FETCH[37]==1'b1 )begin
				data_rf[wb_FETCH[4:0]] <= wb_FETCH[36:5];
				end
	     id_ex[115:100] <=0;
        id_ex[99:84] <= imm[15:0]; 
		if(instruct[32] == 1)begin
		id_ex = 0; 
		end
		id_ex[121] <= instruct[32];
	 end
endmodule
==> ./run.sh <==
#!/bin/bash
# OpenROAD 26Q1-2900-gdf79404cd8, Yosys 0.63+post, stock flow scripts
make -C /OpenROAD-flow-scripts/flow DESIGN_CONFIG=/design/flow/config.mk WORK_HOME=/design/flow/orfs finish
==> ./config.mk <==
export PLATFORM = sky130hd
export DESIGN_NAME = DECODER
export DESIGN_NICKNAME = DECODER
export VERILOG_FILES = /design/flow/design.v
export SDC_FILE = /design/flow/constraint.sdc
export NUM_CORES = 4
export LEC_CHECK = 1
export CORE_UTILIZATION = 40
==> ./constraint.sdc <==
current_design DECODER

set clk_period 8.7
set clk_io_pct 0.2

create_clock -name clk0 -period $clk_period [get_ports {clk}]

set non_clock_inputs [all_inputs -no_clocks]
set_input_delay [expr $clk_period * $clk_io_pct] -clock clk0 $non_clock_inputs
set_output_delay [expr $clk_period * $clk_io_pct] -clock clk0 [all_outputs]
==> node_exporter_impl.prom <==
# HELP chip_impl_metric Yosys and OpenROAD flow results
# TYPE chip_impl_metric gauge
chip_impl_info{name="status",value="finished, final reports clean"} 1
chip_impl_metric{name="postRouteWirelength",unit="mm"} 143
chip_impl_metric{name="postSynth.asyncResetShare",unit=""} 0
chip_impl_metric{name="post-route-min-period",unit="ps"} 4480
chip_impl_metric{name="drt_iter0_markers",unit=""} 1657
chip_impl_metric{name="synth.cellmix.adderShare",unit=""} 0
chip_impl_metric{name="syn-cell-area",unit="µm²"} 48900
chip_impl_info{name="rr_startpoint",value="data_rf[15][9]"} 1
chip_impl_metric{name="post_synth_edffs",unit=""} 1024
chip_impl_metric{name="synth_xor_xnor_area_share",unit=""} 0
chip_impl_metric{name="routed_via_density",unit=""} 6.21
chip_impl_info{name="critPathCaptureType",value="flop"} 1
chip_impl_info{name="biggest_combinational_cell_group_after_synthesis",value="multiplexers"} 1
chip_impl_metric{name="via_count_of_the_first_global_routing_pass",unit=""} 30289
chip_impl_metric{name="clkSinkCount",unit=""} 1089
chip_impl_metric{name="die-height",unit="µm"} 352
chip_impl_metric{name="grt_antenna_before_repair",unit=""} 2
chip_impl_metric{name="stage_log_warnings",unit=""} 48
chip_impl_metric{name="drv_slew",unit=""} 0
chip_impl_info{name="rsz_0062_raised_after_global_routing",value="no"} 1
chip_impl_metric{name="areaGrowthSynthToFinish",unit="%"} 14.5
chip_impl_info{name="timing.critical_path.slowest_stage_cell",value="or3b_2"} 1
chip_impl_metric{name="drc",unit=""} 0
chip_impl_metric{name="grt_total_usage",unit=""} 0.259
chip_impl_metric{name="cts_post_setup_buffers_inserted",unit=""} 0
chip_impl_metric{name="grt_util_met3",unit=""} 0.240
chip_impl_metric{name="cellLeakagePower",unit="nW"} 17.9
chip_impl_metric{name="route.vias.total",unit=""} 26427
chip_impl_metric{name="std_cell_rows",unit=""} 127
chip_impl_metric{name="setup_viol_count_final",unit=""} 0
chip_impl_metric{name="grt.overflow.total",unit=""} 0
chip_impl_metric{name="pwr_per_cell_area",unit="nW/µm²"} 212
chip_impl_metric{name="mux_area_frac",unit=""} 0.260
chip_impl_metric{name="number_of_warnings_issued_by_yosys",unit=""} 1
chip_impl_info{name="worst_setup_path_endpoint",value="id_ex[52]"} 1
chip_impl_info{name="cp_cell_sequence",value="buf_4 > buf_4 > or3b_2 > buf_4 > o22ai_1 > a2111oi_2 > a211oi_1"} 1
chip_impl_metric{name="final.setup.worst_slack",unit="ps"} 4220
chip_impl_metric{name="timing.clock.skew",unit="ps"} 17.6
chip_impl_metric{name="ys_cells",unit=""} 2395
chip_impl_metric{name="cts.htree.levels",unit=""} 3
chip_impl_metric{name="syn-mean-instance-area",unit="µm²"} 20.4
chip_impl_metric{name="final.period_utilization",unit=""} 0.515
chip_impl_info{name="worst_path_most_repeated_cell",value="buf_4"} 1
chip_impl_metric{name="floorplan.io_pins",unit=""} 194
chip_impl_metric{name="detailedPlace.worstSlack",unit="ps"} 3680
chip_impl_info{name="yosys.area.top_type",value="edfxtp_1"} 1
chip_impl_info{name="ys.flop_type",value="edfxtp_1"} 1
chip_impl_metric{name="slowest_delay",unit="ps"} 870
chip_impl_metric{name="die_width",unit="µm"} 352
chip_impl_metric{name="worst_r2r_path_depth",unit=""} 4
chip_impl_metric{name="use_met2",unit=""} 0.362
chip_impl_info{name="final_cell_mix",value="1024 x edfxtp_1, 446 x mux4_2, 257 x mux2i_1"} 1
chip_impl_info{name="setup.worst_path.class",value="input port to flop"} 1
chip_impl_metric{name="hpwl",unit="mm"} 81.5
chip_impl_metric{name="r2r_setup_slack",unit="ps"} 6680
chip_impl_metric{name="fmax",unit="MHz"} 223
chip_impl_metric{name="fp.coreArea",unit="µm²"} 120000
chip_impl_metric{name="critPathRequiredTime",unit="ps"} 9210
chip_impl_metric{name="largest_net_degree_at_the_start_of_global_routing",unit=""} 69
chip_impl_info{name="r2r-end",value="id_ex[61]"} 1
chip_impl_metric{name="ant_nets",unit=""} 0
chip_impl_metric{name="gp_congestion",unit=""} 0.843
chip_impl_info{name="startpoint_class_of_the_critical_path",value="input port"} 1
chip_impl_info{name="tritoncts_clock_tree",value="yes"} 1
chip_impl_metric{name="wp_data_arrival",unit="ps"} 4990
chip_impl_metric{name="ys_sh_simple",unit=""} 0.00668
chip_impl_info{name="topCellsByArea",value="edfxtp_1 63%, mux4_2 21%, mux2i_1 5.3%"} 1
chip_impl_metric{name="groute.layer.met1.usage",unit=""} 0.284
chip_impl_metric{name="clk_latency",unit="ps"} 690
chip_impl_metric{name="power.ir.vdd_worst",unit="µV"} 173
chip_impl_info{name="critical_path.startpoint",value="instruct[17]"} 1
chip_impl_metric{name="post_synth_inst_count",unit=""} 2395
chip_impl_metric{name="synth-seq-cells",unit=""} 1089
chip_impl_metric{name="worstPathMaxFanout",unit=""} 32
chip_impl_info{name="grt-busiest-layer",value="met2"} 1
chip_impl_metric{name="yosys.stat.chipArea",unit="µm²"} 48900
chip_impl_metric{name="post_route_cells_drive_above_1_share",unit=""} 0.309
chip_impl_metric{name="timing_hold_violations_final",unit=""} 0
chip_impl_metric{name="ys_sh_aoi",unit=""} 0.0485
chip_impl_metric{name="ctsResizeCount",unit=""} 0
chip_impl_info{name="timing.hold.worst.class",value="flop to flop"} 1
chip_impl_info{name="clock_tree.root_cell",value="clkbuf_16"} 1
chip_impl_metric{name="netlist-cell-type-count",unit=""} 41
chip_impl_metric{name="port_buffers",unit=""} 114
chip_impl_metric{name="route.detailed.wl_per_inst",unit="µm"} 33.7
chip_impl_metric{name="first_pass_iters",unit=""} 5
chip_impl_metric{name="worst_pin_slew",unit="ps"} 1030
chip_impl_metric{name="synth_seq_share",unit=""} 0.656
chip_impl_metric{name="cts_buffer_depth",unit=""} 3
chip_impl_metric{name="cts-buffers-inserted",unit=""} 110
chip_impl_metric{name="cts_hold_buf",unit=""} 0
chip_impl_metric{name="grt_pass1_wl",unit="mm"} 206
chip_impl_metric{name="cap_violations",unit=""} 0
chip_impl_metric{name="top_area_contributor_share",unit=""} 0.629
chip_impl_metric{name="core_util_floorplan",unit=""} 0.406
chip_impl_info{name="mostFrequentLayoutCell",value="edfxtp_1"} 1
chip_impl_metric{name="fin_tns_setup",unit="ps"} 0
chip_impl_metric{name="fp.dieArea",unit="µm²"} 124000
chip_impl_metric{name="slew_headroom",unit=""} 0.313
chip_impl_metric{name="clkSlewWorstSetupHoldPaths",unit="ps"} 60
synth_stat cells (4+ instances only):
library cell	instances
a2111oi_2	21
buf_4	79
buf_6	10
nand3b_1	7
a2111oi_0	8
a211oi_1	31
edfxtp_1	1024
a22oi_1	32
nor2b_1	4
clkbuf_1	73
a21oi_1	32
mux4_2	446
o22a_1	32
nor2_1	36
buf_1	9
a22o_1	31
nand3_1	4
dfxtp_1	65
o22ai_1	31
nand2_1	4
mux2i_1	257
buf_2	70
o221ai_1	63
state kept, by name (all words and copies together) (netlist names):
register / flops
data_rf: 1024
id_ex: 65
power by group:
| part | internal (mW) | switching (mW) |
|---|---|---|
| combinational | 0.400 | 0.504 |
| clock | 3.07 | 2.01 |
| sequential | 5.82 | 0.0434 |
| total | 9.28 | 2.56 |
cells by family after synthesis:
family | Yosys count
DFF | 1089
muxes | 707
AOI/OAI and AO/OA | 287
buffers and inverters | 245
and+or+nand+nor | 66
other | 1
worst max-delay path: cells and delay by family:
family                 cells  cell delay, ps
AND-OR/OR-AND              3             830
buffers and inverters      3            1470
AND/OR/NAND/NOR            1             870
per-stage QoR:
stage	cells	hold WS (ps)	area, µm²	util	power, mW
finish	4257	811	56000	0.465	11.8
global route	4257	870	56000	0.465	12.2
CTS	4256	816	56000	0.465	11.9
detailed placement	4047	796	52000	0.432	6.87
global placement	4047	805	52000	0.432	6.86
floorplan	2451	736	49100	-	6.50
worst min path at each step:
| stage | from | endpoint | slack, ps | depth (start not counted) |
|---|---|---|---|---|
| after global routing | data_rf[23][28] | id_ex[48] | 870 | 3 |
| after CTS | data_rf[26][3] | id_ex[23] | 820 | 3 |
| final | data_rf[26][3] | id_ex[23] | 810 | 3 |
cell type report:
cell class | count | area [µm²]
fill | 9837 | 64500
timing repair buffer | 228 | 2060
clock inverter | 71 | 921
multi-input combinational | 1117 | 15900
tap | 1612 | 2020
sequential | 1089 | 32100
antenna | 1 | 2.50
clock buffer | 138 | 3000
inverter | 1 | 3.75
routing by layer:
metal	up-vias	routed length (µm)
li1	10676	-
met1	13232	43700
met3	297	29600
met5	-	277
met2	2212	64900
met4	10	4800
Power and IR drop assume default switching activity.
