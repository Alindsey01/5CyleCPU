--- design.v ---
`timescale 1ns / 1ps
module fetch(clk,clr,instruct);
input clk;
input clr;
output reg [32:0] instruct;
reg [31:0] inst_mem [0:63];
initial begin
instruct <= 0;
end
initial
begin
inst_mem[0] = {6'b000000, 5'b00001, 5'b00010, 16'b00011_00000_000000 };  
inst_mem[1] = {6'b000001, 5'b00001, 5'b00010, 16'b00100_00000_000000 };  
inst_mem[2] = {6'b000101, 5'b00001, 5'b00010, 16'b00110_00000_000000 };  
inst_mem[3] = {6'b000110, 5'b00001, 5'b00010, 16'b00101_00000_000000 };  
inst_mem[4] = {6'b000111, 5'b00001, 5'b00010, 16'b00111_00000_000000 };  
inst_mem[5] = {6'b000011, 5'b00001, 5'b00010, 16'b01000_00001_000000 };  
inst_mem[6] = {6'b000100, 5'b00001, 5'b00010, 16'b01001_00010_000000 };  
inst_mem[7] = {6'b001011, 5'b00001, 5'b00010, 16'b00000_00000_000100 };  
inst_mem[8] = {6'b000010, 5'b00001, 5'b00010, 16'b00000_00000_000001 };  
inst_mem[9] = {6'b100011, 5'b00001, 5'b00010, 16'b01100_00000_000000 };  
inst_mem[10] = {6'b101011,5'b00001, 5'b00100, 16'b01101_00000_000000 };  
inst_mem[11] = {6'b100011, 5'b00001, 5'b00010, 16'b01100_00000_000000 };  
inst_mem[12] = {6'b000000, 5'b00001, 5'b00010, 16'b00011_00000_000000 };  
inst_mem[13] = {6'b000001, 5'b00001, 5'b00010, 16'b00100_00000_000000 };  
inst_mem[14] = {6'b111111, 5'b00001, 5'b00010, 16'b00100_00000_000000 } ;  
end                                              
reg [2:0] counter;
reg [31:0] pc;   
reg re;  
initial begin
pc <= 0;
counter <= 0;
end
always @(posedge clk) begin          
counter <= counter + 1;              
if(counter > 3)begin                 
counter <= 0;                        
instruct[31:0] <= inst_mem[pc];      
pc <= pc + 1;                        
end
instruct[32] <= 0;   
if(clr)begin                          
instruct[32] <= 1;
instruct[31:0] <= 0;
pc <= 0;
counter <= 0;
end
end
endmodule
--- run.sh ---
#!/bin/bash
# OpenROAD 26Q1-2900-gdf79404cd8, Yosys 0.63+post, stock flow scripts
make -C /OpenROAD-flow-scripts/flow DESIGN_CONFIG=/design/flow/config.mk WORK_HOME=/design/flow/orfs finish
--- constraint.sdc ---
current_design fetch

set clk_period 2.7
set clk_io_pct 0.2

create_clock -name clk0 -period $clk_period [get_ports {clk}]

set non_clock_inputs [all_inputs -no_clocks]
set_input_delay [expr $clk_period * $clk_io_pct] -clock clk0 $non_clock_inputs
set_output_delay [expr $clk_period * $clk_io_pct] -clock clk0 [all_outputs]
--- config.mk ---
export PLATFORM = sky130hd
export DESIGN_NAME = fetch
export DESIGN_NICKNAME = fetch
export VERILOG_FILES = /design/flow/design.v
export SDC_FILE = /design/flow/constraint.sdc
export NUM_CORES = 4
export LEC_CHECK = 1
export CORE_AREA = 10 10 107 107
export DIE_AREA = 0 0 117 117
==> reports/metrics.yaml <==
status: "completed"
compound_area_frac: 0.2300
yosysWarnings: 1
grt_max_degree: 17
antenna_cells: 0
cts_hold_buffers: 0
cap_violations: 0
synth-edff-count: 0
min_from: "instruct[21]"
required_ps: 2880
min_to: "instruct[21]"
utilization: 0.1727
slowest_delay_ps: 490
final_cell_mix: "25 x dfxtp_1, 19 x clkdlybuf4s50_1, 17 x a21oi_1"
clk_path_buf_depth: 2
gp_congestion: 0.8393
crit_path_max_fanout: 7
die_h_um: 117
hold_viol: 0
min-delay-path-class: "reg2reg"
grt_pass1_wl_um: 5078
gr-usage-met2: 0.07199
clockRootBuffer: "clkbuf_8"
ys.flops: 25
grt-ovfl-total: 0
timing.final.crit_share: 0.6793
simple_gate_share: 0.1207
worstPathBufferInverterCount: 1
clk_pin_slew_ps: 90
routedWlPerCell_um: 11.49
crit_type: "reg2reg"
leakagePower_uw: 0.0005585
r2r_end: "instruct[11]"
worstPathArrival_ps: 2020
cts_buffers: 3
ys_sh_xor: 0.006654
htreeDepth: 1
synth_seq_share: 0.3802
synth_cell_type_count: 39
grt_busiest_layer: "met2"
rsz0062_at_grt: "false"
drc_errors: 0
cts_tree: "yes"
tool_warnings: 30
ff2ff_setup_slack_ps: 870
vias_per_cell: 3.941
netlist_area_um2: 1316
wl_um: 3115
synth_chip_area_um2: 1316
vdd_drop_max_uv: 293.2
synth-adder-area-share: 0.08555
slew_violations: 0
drt_iter0_drc: 77
slowest_stage: "dfxtp_1"
lay_top_count: "dfxtp_1"
synth_stat.cells: 146
fin_tns_setup_ps: 0
met3_usage: 0.02270
initCoreUtil: 0.1431
async_flop_share: 0
path_cells: "inv_1, ha_1, mux4_2, a211oi_2"
cts_setup_buffers: 0
cts_resized: 0
top_logic_kind: "AND-OR/OR-AND gates"
clk_latency_ps: 270
fp-row-count: 35
whs_path_depth: 1
area_growth_pct: 20.63
flop_cell: "dfxtp_1"
critPathCaptureType: "register"
min_period_ps: 1834
antenna_found_initial: 0
track_usage: 0.04564
synthMuxAreaShare: 0.02471
clock_skew_ps: 5.210
max_slew_margin: 0.6486
synth_cells: 146
cp_top_family: "flip-flops"
met1_usage: 0.05818
firstDrtPassIters: 4
start_kind: "register"
chipArea_um2: 13690
cts_sinks: 25
worstMarginPinSlew_ps: 527.1
die_x_um: 117
reg2reg_from: "pc[0]"
via_count: 1068
fmax_mhz: 545.2
avgSynthCellArea_um2: 9.015
core_um2: 9196
ant_nets: 0
ios: 35
p_per_area_nw_per_um2: 571.9
place.detailed.hpwl_um: 2422
setup_viol: 0
drive_above_1_share: 0.06250
reg2reg_depth: 4
io_buffers: 19
first_global_vias: 1037
## state kept, by name, indices dropped and copies added (netlist names)
signal    flops
instruct     18
pc            4
counter       3
## worst max-delay path by stage
stage               from      endpoint  cells past startpoint
finish             pc[0]  instruct[11]                      4
global route  counter[0]  instruct[12]                      5
CTS           counter[0]  instruct[17]                      5
## power breakdown
group	switching, uW	leakage (uW)	total (uW)	internal (uW)
clock	113	0.0000228	218	105
combinational	127	0.000333	245	118
sequential	34.1	0.000203	445	411
## Yosys cell counts (2+ instances only)
cell / n / area [um2]
nor2_1: 4 / 15.01
o21ai_0: 12 / 60.06
buf_2: 4 / 20.02
clkbuf_1: 4 / 15.01
nand3_1: 4 / 20.02
dfxtp_1: 25 / 500.5
nor3_1: 3 / 15.01
a211oi_1: 3 / 22.52
a311oi_1: 2 / 17.52
buf_6: 2 / 22.52
a21o_1: 2 / 15.01
buf_4: 15 / 112.6
o2bb2ai_1: 2 / 17.52
nand2_1: 4 / 15.01
a22oi_1: 2 / 15.01
a21oi_1: 17 / 85.08
ha_1: 9 / 112.6
nand4_1: 5 / 31.28
inv_1: 7 / 26.28
## routing by layer
layer  vias to the layer above  wire length [um]
met4                         0                 9
met1                       510              1319
li1                        527                 -
met5                         -                 0
met2                        29              1452
met3                         2               333
## per-stage QoR
stage | total power (uW) | setup WS (ps) | cell area [um2] | hold slack, ps | cells
2_1_floorplan | 614.1 | 1080 | 1369 | 417.9 | 160
3_3_place_gp | 697.5 | 894.4 | 1543 | 453.1 | 267
3_5_place_dp | 702.0 | 894.3 | 1543 | 461.3 | 267
4_1_cts | 921.3 | 866.5 | 1588 | 473.1 | 271
5_1_grt | 971.9 | 681.1 | 1588 | 513.9 | 271
6_report | 908.0 | 865.9 | 1588 | 474.6 | 271
## final cells by class
| cell class | instances | area (um2) |
|---|---|---|
| fill | 1014 | 7609 |
| clock buffer | 4 | 45.04 |
| inverter | 7 | 26.28 |
| sequential | 25 | 500.5 |
| multi-input combinational | 103 | 671.9 |
| tap | 111 | 138.9 |
| timing repair buffer | 21 | 205.2 |
## logic make-up after synthesis
group,count (synthesis)
AND-OR/OR-AND,48
XOR/XNOR,1
adder cells (fa/ha/maj),9
buffers and inverters,32
flip-flops,25
multiplexers,2
other,1
AND/OR/NAND/NOR,28
## worst register-to-register path: cells and delay by family (launching register included)
kind / cells / cell delay, ps
flops: 1 / 490
mux: 1 / 480
fa+ha+maj: 1 / 390
compound gates: 1 / 210
buf+inv: 1 / 180
Power and IR drop assume default switching activity.
